==> /design/flow/design.v <==
module UART_TX  (CLK,SendKey,Tx,data);
	input CLK;
	input SendKey;
	input [7:0] data;
	output Tx;
	wire [15:0] Buffer;
	reg [3:0] Number=0;  
	reg [12:0] CounterPluse=0;	 
	reg StartSend;			 
	reg EndSend=1;			 
	reg SendKeyPrev=0; 	 
	always @ (posedge CLK)
	  begin
	    if (StartSend == 1 || EndSend == 0 ) begin
		 EndSend = 0;	 
	    CounterPluse = CounterPluse +1;
			if (CounterPluse == 5000)  
			 begin
			     Number = Number + 1;	 
			     CounterPluse = 0;
				   if (Number == 15)	 
						EndSend = 1;	 
			end
		 end
	  end
	always @ (posedge CLK)
	  begin
		if (EndSend == 1) begin
		  if (SendKey != SendKeyPrev)begin
		     StartSend = 1;
			  SendKeyPrev = ~ SendKeyPrev;
		  end
		 end
		 else
			 StartSend = 0;
	  end
	assign Tx = Buffer [Number];
	assign Buffer = {7'b1111111,data[7:0],1'b0};
endmodule
==> /design/flow/run.sh <==
#!/bin/bash
# OpenROAD 26Q1-2900-gdf79404cd8, Yosys 0.63+post, stock flow scripts
make -C /OpenROAD-flow-scripts/flow DESIGN_CONFIG=/design/flow/config.mk WORK_HOME=/design/flow/orfs finish
==> /design/flow/config.mk <==
export PLATFORM = sky130hd
export DESIGN_NAME = UART_TX
export DESIGN_NICKNAME = UART_TX
export VERILOG_FILES = /design/flow/design.v
export SDC_FILE = /design/flow/constraint.sdc
export NUM_CORES = 4
export LEC_CHECK = 1
export CORE_AREA = 10 10 91 91
export DIE_AREA = 0 0 101 101
==> /design/flow/constraint.sdc <==
current_design UART_TX

set clk_period 2.7
set clk_io_pct 0.2

create_clock -name clk0 -period $clk_period [get_ports {CLK}]

set non_clock_inputs [all_inputs -no_clocks]
set_input_delay [expr $clk_period * $clk_io_pct] -clock clk0 $non_clock_inputs
set_output_delay [expr $clk_period * $clk_io_pct] -clock clk0 [all_outputs]
==> impl_metrics.env <==
# flow metrics
export IMPL_status="finished clean"
export IMPL_cp_max_fo=1
export IMPL_slew_viol_final=0
export IMPL_antenna_found_initial=0
export IMPL_crit_path_start_kind="primary input"
export IMPL_cp_arrival_ns=2.03
export IMPL_r2r_cells=6
export IMPL_hold_class="reg -> reg"
export IMPL_cts_sink_count=20
export IMPL_syn_cell_area_sq_um=1200
export IMPL_finalCritPeriodShare_pct=95.4
export IMPL_coreArea_sq_um=6350
export IMPL_fillers=652
export IMPL_die_area_sq_um=10200
export IMPL_place_congestion=0.791
export IMPL_ys_seq_elements=20
export IMPL_drt_vias_per_instance=3.95
export IMPL_cts_buffers_inserted=3
export IMPL_cp_startpoint="data[6]"
export IMPL_wl_met3_um=29
export IMPL_h_tree_depth=1
export IMPL_drcViolationCount=0
export IMPL_required_ns=2.16
export IMPL_highest_layer="met4"
export IMPL_area_delta_synth_final_pct=20.4
export IMPL_cellPowerDensity_nw_per_um2=398
export IMPL_grt_pass1_wl_mm=3.32
export IMPL_reg2reg_from="CounterPluse[0]$_SDFFCE_PN0N_"
export IMPL_ir_drop_uv=221
export IMPL_n_antenna_cell=0
export IMPL_grt_pass1_vias=755
export IMPL_worst_setup_path_type="in -> out"
export IMPL_initial_core_util_pct=18.9
export IMPL_routedWlPerCell_um=10.1
export IMPL_dr_wl_met2_um=862
export IMPL_fmax_ghz=0.388
export IMPL_max_cap_viol_count=0
export IMPL_fp_dieW_um=101
export IMPL_die_h_um=101
export IMPL_flop_cell="edfxtp_1"
export IMPL_synthArstFlopShare_pct=0
export IMPL_rrSetupSlack_ns=0.38
export IMPL_min_period_ns=2.57
export IMPL_hold_violations=0
export IMPL_synth_warnings=1
export IMPL_tightest_slew_ns=0.383
export IMPL_drive_above_1_share_pct=11.2
export IMPL_syn_area_per_cell_sq_um=11.5
export IMPL_synth_cell_types=35
export IMPL_skew_ns=0.00489
export IMPL_firstDrtPassIters=4
export IMPL_max_slew_margin_pct=74.5
export IMPL_warnings=27
export IMPL_place_area_sq_um=1390
export IMPL_clock_latency_late_pin_ns=0.26
export IMPL_cts_root_buf="clkbuf_8"
export IMPL_grt_usage_pct=3.76
export IMPL_p_leak_nw=0.552
export IMPL_ys_seq_share_pct=49.3
export IMPL_grt_ovfl_total=0
export IMPL_tns_ns=0
export IMPL_rows=29
export IMPL_grt_max_degree=15
export IMPL_endpoint="Tx"
export IMPL_netlist_instances=104
export IMPL_io_pins=11
export IMPL_hpwl_mm=1.45
export IMPL_edf_count=19
export IMPL_drt_met1_wl_mm=1.01
export IMPL_cts_hold_buf=0
export IMPL_grt_setup_unrepaired="no"
export IMPL_ys_cells=104
export IMPL_vias=762
export IMPL_cts_repair_resized=0
export IMPL_crit_path_end_kind="output port"
export IMPL_cts_tree="done"
export IMPL_clk_pin_slew_ns=0.07
export IMPL_ys_area_sq_um=1200
export IMPL_cts_setup_buffers=0
export IMPL_postRouteAntennaNets=0
export IMPL_setup_viol=0
export IMPL_drtIter0Drc=31
export IMPL_routed_wl_mm=1.95
export IMPL_io_buffers=10
export IMPL_final_area_sq_um=1440
export IMPL_reg2reg_to="Number[3]$_DFFE_PP_"
export IMPL_cts_path_max_buffers=2
area by class of cell:
cell class | count | area, sq um | share of cell area [%]
inverters | 3 | 11.3 | 0.781
multi-input cells | 77 | 574 | 39.8
flip-flops and latches | 20 | 591 | 40.9
well taps | 77 | 96.3 | 6.68
repair buffers | 12 | 115 | 7.98
clock buffers | 4 | 55.1 | 3.82
through the flow:
step                      hold slack, ns  total power [W]  std cells  setup WS, ns  util (%)
after global routing               0.486         0.000595        193        0.0793      22.7
after CTS                          0.464         0.000583        193         0.116      22.7
after global placement             0.442         0.000356        189         0.131      21.9
final                              0.458         0.000574        193         0.125      22.7
after floorplan                    0.432         0.000343        104         0.360         -
after detailed placement           0.446         0.000356        189         0.124      21.9
registers in the layout, indices dropped and copies added (netlist names):
| register | count |
|---|---|
| EndSend | 1 |
| SendKeyPrev | 1 |
| CounterPluse | 13 |
| StartSend | 1 |
| Number | 4 |
synth_stat cells, types with 2 or more instances:
master | count | area [sq um]
nor2_1 | 11 | 41.3
xor2_1 | 8 | 70.1
xnor2_1 | 7 | 61.3
edfxtp_1 | 19 | 571
inv_1 | 3 | 11.3
ha_1 | 4 | 50.1
nand4_1 | 4 | 25.0
nand3b_1 | 2 | 15.0
nor2b_1 | 2 | 12.5
and4_1 | 2 | 17.5
nand2_1 | 5 | 18.8
o21ai_0 | 3 | 15.0
nand3_1 | 6 | 30.0
nor3_1 | 2 | 10.0
a21oi_1 | 3 | 15.0
buf_2 | 3 | 15.0
mux2i_1 | 2 | 20.0
worst max-delay path, stage by stage:
cell and delay (ns):
clkdlybuf4s50_1 0.39, mux4_2 0.45, o21ai_0 0.14, o21ai_0 0.10, clkdlybuf4s50_1 0.42
kinds of logic after synthesis:
logic type | after synthesis | share of synthesized area, %
mux | 4 | 4.49
fa+ha+maj | 4 | 4.18
simple gates | 43 | 22.4
flops | 20 | 49.3
buf+inv | 7 | 2.82
compound gates | 11 | 5.85
xor+xnor | 15 | 11.0
layer usage:
metal	up-vias	track usage [%]
li1	406	-
met4	0	1.07
met3	2	0.554
met1	349	5.40
met2	5	5.80
met5	-	0
power by group:
group,internal [W],switching [W],total [W]
sequential,0.000334,0,0.000334
clock,0.000130,0.0000950,0.000225
combinational,0.0000130,0.00000220,0.0000152
total,0.000476,0.0000972,0.000574
worst min path at each step:
stage | end | slack (ns) | cells past startpoint | start
after CTS | StartSend$_SDFFE_PN0N_ | 0.46 | 1 | StartSend$_SDFFE_PN0N_
after global routing | StartSend$_SDFFE_PN0N_ | 0.49 | 1 | StartSend$_SDFFE_PN0N_
final | StartSend$_SDFFE_PN0N_ | 0.46 | 1 | StartSend$_SDFFE_PN0N_
layout by cell type (no fill, tap or decap), types with 2 or more instances in the layout:
master / count
mux2i_1: 2
buf_4: 2
ha_1: 4
a21oi_1: 3
xnor2_1: 7
nand2_1: 5
nand4_1: 4
inv_1: 3
nand3b_1: 2
clkbuf_8: 4
xor2_1: 8
nor2_1: 11
and4_1: 2
o21ai_0: 3
edfxtp_1: 19
nand3_1: 6
nor2b_1: 2
clkdlybuf4s50_1: 10
nor3_1: 2
Power is estimated from default activity; no workload was simulated.
